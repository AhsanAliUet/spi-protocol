==> flow/design.v <==
`timescale 1ns / 1ps
module main_code(Anode_Activate, LED_out, indicator, clk_fpga, m_data, s_data, slave_sel, mosi_indi, miso_indi);
	output reg [6:0] LED_out;
	output reg [7:0] Anode_Activate;
    output reg [3:0] indicator;  
    input [7:0] m_data, s_data;      
    input clk_fpga;                
	input slave_sel;                 
	reg clk;                
	reg ss;                 
	wire miso;               
	wire mosi;              
	output reg miso_indi, mosi_indi;
	reg [31:0] counter;
	reg [2:0] toggle;      
	wire sp_clk;  
	wire busy_m;
	wire busy_s;
	wire [7:0] m_rece, s_rece;
	integer count = 0;
	initial
	begin
	   toggle=0;
	   counter=0;
	end
    sp1_m spm(m_data,clk,miso,ss,mosi,sp_clk,busy_m, m_rece);
    sp1_s sps(s_data,clk,sp_clk,mosi,ss,miso,busy_s, s_rece);
always@(*)
begin
    clk <= clk_fpga;
    ss <= slave_sel;
    miso_indi <= miso;
    mosi_indi <= mosi; 
    indicator[3] <= ~busy_m;            
    indicator[2] <= ~busy_s;           
    indicator[1] <= busy_m;            
    indicator[0] <= busy_s;           
end
always @(posedge clk)
begin
    if(counter >= 100000) 
        begin 
           counter <= 0;
           if (toggle > 7) 
                toggle = 0;
           else toggle = toggle + 1;
       end
	 else 
	       counter <= counter + 1;
end 
    always @(*)     
    begin
        case(toggle)
        3'b000: begin
            Anode_Activate <= 8'b01111111; 
            end
        3'b001: begin
            Anode_Activate <= 8'b10111111; 
           end
        3'b010: begin
            Anode_Activate <= 8'b11011111; 
              end
        3'b011: begin
            Anode_Activate <= 8'b11101111; 
                 end
        3'b100: begin
            Anode_Activate <= 8'b11110111; 
            end        
        3'b101: begin
            Anode_Activate <= 8'b11111011; 
            end        
        3'b110: begin
           Anode_Activate <= 8'b11111101; 
           end
        3'b111: begin
           Anode_Activate <= 8'b11111110; 
          end
        endcase
    end
    always @(*)
    begin
	if(toggle == 0) begin	
        case(m_data[7:4])
        4'b0000: LED_out <= 7'b0000001;  
        4'b0001: LED_out <= 7'b1001111;  
        4'b0010: LED_out = 7'b0010010;  
        4'b0011: LED_out <= 7'b0000110;  
        4'b0100: LED_out <= 7'b1001100;  
        4'b0101: LED_out <= 7'b0100100;  
        4'b0110: LED_out <= 7'b0100000;  
        4'b0111: LED_out <= 7'b0001111;  
        4'b1000: LED_out <= 7'b0000000;  
        4'b1001: LED_out <= 7'b0000100;  
		4'b1010: LED_out <= 7'b0001000;  
        4'b1011: LED_out <= 7'b1100000;  
        4'b1100: LED_out <= 7'b0110001;  
        4'b1101: LED_out <= 7'b1000010;  
        4'b1110: LED_out <= 7'b0110000;  
        4'b1111: LED_out <= 7'b0111000;  
        default: LED_out = 7'b1111110;  
        endcase
    end
    if(toggle == 1) begin	
        case(m_data[3:0])
        4'b0000: LED_out <= 7'b0000001;  
        4'b0001: LED_out <= 7'b1001111;  
        4'b0010: LED_out <= 7'b0010010;  
        4'b0011: LED_out <= 7'b0000110;  
        4'b0100: LED_out <= 7'b1001100;  
        4'b0101: LED_out <= 7'b0100100;  
        4'b0110: LED_out <= 7'b0100000;  
        4'b0111: LED_out <= 7'b0001111;  
        4'b1000: LED_out <= 7'b0000000;  
        4'b1001: LED_out <= 7'b0000100;  
		4'b1010: LED_out <= 7'b0001000;  
        4'b1011: LED_out <= 7'b1100000;  
        4'b1100: LED_out <= 7'b0110001;  
        4'b1101: LED_out <= 7'b1000010;  
        4'b1110: LED_out <= 7'b0110000;  
        4'b1111: LED_out <= 7'b0111000;  
        default: LED_out <= 7'b1111110;  
        endcase
 end
      if (toggle == 2) begin
        case(s_data[7:4])
      4'b0000: LED_out <= 7'b0000001;  
      4'b0001: LED_out <= 7'b1001111;  
      4'b0010: LED_out <= 7'b0010010;  
      4'b0011: LED_out <= 7'b0000110;  
      4'b0100: LED_out <= 7'b1001100;  
      4'b0101: LED_out <= 7'b0100100;  
      4'b0110: LED_out <= 7'b0100000;  
      4'b0111: LED_out <= 7'b0001111;  
      4'b1000: LED_out <= 7'b0000000;  
      4'b1001: LED_out <= 7'b0000100;  
      4'b1010: LED_out <= 7'b0001000;  
      4'b1011: LED_out <= 7'b1100000;  
      4'b1100: LED_out <= 7'b0110001;  
      4'b1101: LED_out <= 7'b1000010;  
      4'b1110: LED_out <= 7'b0110000;  
      4'b1111: LED_out <= 7'b0111000;  
      default: LED_out = 7'b1111110;  
      endcase
      end
      if (toggle == 3) begin
        case(s_data[3:0])
      4'b0000: LED_out <= 7'b0000001;  
      4'b0001: LED_out <= 7'b1001111;  
      4'b0010: LED_out <= 7'b0010010;  
      4'b0011: LED_out <= 7'b0000110;  
      4'b0100: LED_out <= 7'b1001100;  
      4'b0101: LED_out <= 7'b0100100;  
      4'b0110: LED_out <= 7'b0100000;  
      4'b0111: LED_out <= 7'b0001111;  
      4'b1000: LED_out <= 7'b0000000;  
      4'b1001: LED_out <= 7'b0000100;  
      4'b1010: LED_out <= 7'b0001000;  
      4'b1011: LED_out <= 7'b1100000;  
      4'b1100: LED_out <= 7'b0110001;  
      4'b1101: LED_out <= 7'b1000010;  
      4'b1110: LED_out <= 7'b0110000;  
      4'b1111: LED_out <= 7'b0111000;  
      default: LED_out = 7'b1111110;  
      endcase
      end
      if (toggle == 4) begin
        case(m_rece[7:4])
      4'b0000: LED_out <= 7'b0000001;  
      4'b0001: LED_out <= 7'b1001111;  
      4'b0010: LED_out <= 7'b0010010;  
      4'b0011: LED_out <= 7'b0000110;  
      4'b0100: LED_out <= 7'b1001100;  
      4'b0101: LED_out <= 7'b0100100;  
      4'b0110: LED_out <= 7'b0100000;  
      4'b0111: LED_out <= 7'b0001111;  
      4'b1000: LED_out <= 7'b0000000;  
      4'b1001: LED_out <= 7'b0000100;  
      4'b1010: LED_out <= 7'b0001000;  
      4'b1011: LED_out <= 7'b1100000;  
      4'b1100: LED_out <= 7'b0110001;  
      4'b1101: LED_out <= 7'b1000010;  
      4'b1110: LED_out <= 7'b0110000;  
      4'b1111: LED_out <= 7'b0111000;  
      default: LED_out = 7'b1111110;  
      endcase
      end
      if (toggle == 5) begin
        case(m_rece[3:0])
      4'b0000: LED_out <= 7'b0000001;  
      4'b0001: LED_out <= 7'b1001111;  
      4'b0010: LED_out <= 7'b0010010;  
      4'b0011: LED_out <= 7'b0000110;  
      4'b0100: LED_out <= 7'b1001100;  
      4'b0101: LED_out <= 7'b0100100;  
      4'b0110: LED_out <= 7'b0100000;  
      4'b0111: LED_out <= 7'b0001111;  
      4'b1000: LED_out <= 7'b0000000;  
      4'b1001: LED_out <= 7'b0000100;  
      4'b1010: LED_out <= 7'b0001000;  
      4'b1011: LED_out <= 7'b1100000;  
      4'b1100: LED_out <= 7'b0110001;  
      4'b1101: LED_out <= 7'b1000010;  
      4'b1110: LED_out <= 7'b0110000;  
      4'b1111: LED_out <= 7'b0111000;  
      default: LED_out = 7'b1111110;  
      endcase
      end
      if (toggle == 6) begin
        case(s_rece[7:4])
      4'b0000: LED_out <= 7'b0000001;  
      4'b0001: LED_out <= 7'b1001111;  
      4'b0010: LED_out <= 7'b0010010;  
      4'b0011: LED_out <= 7'b0000110;  
      4'b0100: LED_out <= 7'b1001100;  
      4'b0101: LED_out <= 7'b0100100;  
      4'b0110: LED_out <= 7'b0100000;  
      4'b0111: LED_out <= 7'b0001111;  
      4'b1000: LED_out <= 7'b0000000;  
      4'b1001: LED_out <= 7'b0000100;  
      4'b1010: LED_out <= 7'b0001000;  
      4'b1011: LED_out <= 7'b1100000;  
      4'b1100: LED_out <= 7'b0110001;  
      4'b1101: LED_out <= 7'b1000010;  
      4'b1110: LED_out <= 7'b0110000;  
      4'b1111: LED_out <= 7'b0111000;  
      default: LED_out = 7'b1111110;  
      endcase
      end
      if (toggle == 7) begin
        case(s_rece[3:0])
      4'b0000: LED_out <= 7'b0000001;  
      4'b0001: LED_out <= 7'b1001111;  
      4'b0010: LED_out <= 7'b0010010;  
      4'b0011: LED_out <= 7'b0000110;  
      4'b0100: LED_out <= 7'b1001100;  
      4'b0101: LED_out <= 7'b0100100;  
      4'b0110: LED_out <= 7'b0100000;  
      4'b0111: LED_out <= 7'b0001111;  
      4'b1000: LED_out <= 7'b0000000;  
      4'b1001: LED_out <= 7'b0000100;  
      4'b1010: LED_out <= 7'b0001000;  
      4'b1011: LED_out <= 7'b1100000;  
      4'b1100: LED_out <= 7'b0110001;  
      4'b1101: LED_out <= 7'b1000010;  
      4'b1110: LED_out <= 7'b0110000;  
      4'b1111: LED_out <= 7'b0111000;  
      default: LED_out = 7'b1111110;  
      endcase
      end
 end
endmodule
`timescale 1ns / 1ps
module sp1_m(input [7:0] data_send,
    input clk,
    input miso,
    input ss,
    output reg mosi,
    output reg sp_clk,
    output reg busy_m,
    output reg [7:0] m_rece
    );
    reg [7:0] m_data;
    reg [7:0] mosi_buf;
    reg [7:0] miso_buf;
    reg [3:0] i_m;
    reg [24:0] count = 0;
    initial begin
    mosi=0;
    m_data = 0;
    mosi_buf = 0;
    miso_buf = 0;
    i_m = 0;
    sp_clk=0;
    end
    always @ (posedge clk)
    begin
        if (count == 24'hFFFFFF)
        begin
            sp_clk <= ~sp_clk;
            count <= 0;
        end
        else
            count <= count + 1;
    end
    always @ (posedge clk)
    begin
            if (ss == 0)
            begin
		if (i_m <= 7)    
            busy_m = 1;
		else
			busy_m = 0;
        if (busy_m == 1)
            m_data = m_data;
        else
            m_data = data_send;
            end
            else
                m_data = 0;
    end
    always @ (posedge sp_clk)
    begin
    mosi_buf = m_data<<i_m; 
    mosi <= mosi_buf[7];
    end
    always @ (negedge sp_clk)
    begin
    miso_buf[i_m] <= miso;
    if (i_m>=7)      
    begin
    m_rece <= miso_buf;
    i_m<=0;
    miso_buf <= 0;
    end 
    else
        i_m = i_m+1;
    end
endmodule
`timescale 1ns / 1ps
module sp1_s(
    input [7:0] data_send,
	input clk,
    input sp_clk,
    input mosi,
    input ss,
    output reg miso,
    output reg busy_s,
    output reg [7:0] s_rece
    );
    reg [7:0] s_data;
    reg [7:0] mosi_buf;
    reg [7:0] miso_buf;
    reg [3:0] i;
    initial begin
    s_rece = 0;
    miso=0;
    busy_s = 0;
    s_data = 0;
    mosi_buf = 0;
    miso_buf = 0;
    i = 0;
    end
    always @ (posedge clk)
    begin
		if (ss == 0)
		begin
			if (i <= 7)
				busy_s = 1;
			else 
				busy_s = 0;
			if (busy_s == 1)
				s_data = s_data;		
			else
				s_data = data_send;
		end
		else
			s_data = 0;
    end
		always @ (posedge sp_clk)
		begin
			miso_buf = s_data>>i;
			miso <= miso_buf[0];
		end
		always @ (negedge sp_clk)
		begin
			mosi_buf[7-i] <= mosi;
			if (i>=7)
			begin
			    s_rece <= mosi_buf;
				i<=0;
				mosi_buf <= 0;
			end
			else
			   i=i+1; 
		end
endmodule
==> flow/run.sh <==
#!/bin/bash
# OpenROAD 26Q1-2900-gdf79404cd8, Yosys 0.63+post, stock flow scripts
make -C /OpenROAD-flow-scripts/flow DESIGN_CONFIG=/design/flow/config.mk WORK_HOME=/design/flow/orfs finish
==> flow/config.mk <==
export PLATFORM = sky130hd
export DESIGN_NAME = main_code
export DESIGN_NICKNAME = main_code
export VERILOG_FILES = /design/flow/design.v
export SDC_FILE = /design/flow/constraint.sdc
export NUM_CORES = 4
export LEC_CHECK = 1
export CORE_UTILIZATION = 40
==> flow/constraint.sdc <==
current_design main_code

set clk_period 5.9
set clk_io_pct 0.2

create_clock -name clk0 -period $clk_period [get_ports {clk_fpga}]

set non_clock_inputs [all_inputs -no_clocks]
set_input_delay [expr $clk_period * $clk_io_pct] -clock clk0 $non_clock_inputs
set_output_delay [expr $clk_period * $clk_io_pct] -clock clk0 [all_outputs]
==> PnR_summary.wiki <==
== Metrics ==
{| class="wikitable"
! Metric !! Value
|-
| Outcome || finished, final reports clean
|-
| Weighted congestion at the end of routability-driven global placement || 0.9084
|-
| Detailed-route DRC error count || 0
|-
| Yosys adder share || 0.1036
|-
| Mux area share || 0.1125
|-
| Xor-xnor portion of the synthesized cell area || 0.04143
|-
| Number of buffer cells added on primary ports || 38
|-
| Post-CTS setup-driven buffer insertion count || 0
|-
| Static power due to leakage || 3.395 nW
|-
| Core outline area || 18710 µm²
|-
| Critical R2R Capture || toggle[1]
|-
| Seq cells post-synth || 142
|-
| Maximum level of the CTS H-tree || 3
|-
| Gate count after technology mapping || 804
|-
| Root Buffer Master || sky130_fd_sc_hd__clkbuf_16
|-
| Critical Path Source || toggle[0]
|-
| Total of cells resized after clock tree synthesis || 0
|-
| Most frequently placed logic cells in the final layout || 113 x sky130_fd_sc_hd__dfxtp_1, 83 x sky130_fd_sc_hd__nor2_1, 70 x sky130_fd_sc_hd__nand2_1
|-
| RSZ-0062 raised after global routing || no
|-
| Clock tree skew after final layout || 0.007478 ns
|-
| Reg clk slew, reported paths || 0.06 ns
|-
| Die outline height || 139.9 µm
|-
| Fraction of layout instances using a drive strength above 1 || 0.07803
|-
| Comb area leader || simple AND/OR/NAND/NOR gates
|-
| Effective utilization at floorplan || 0.4068
|-
| Most common cell after layout, fill and taps aside || sky130_fd_sc_hd__dfxtp_1
|-
| Worst hold slack || 0.4526 ns
|-
| Area grow syn2layout || 11.05%
|-
| Maximum resistive drop on vdd || 0.1191 mV
|-
| Total global routing track utilization || 0.1538
|-
| I/O pin count || 39
|-
| Post-route minimum period || 3.517 ns
|-
| Synthesized area per cell || 9.465 µm²
|-
| Vias per cell || 5.007
|-
| Post-route fraction of the period consumed by the critical path || 0.5962
|-
| Total congestion overflow || 0
|-
| Number of different library cells in the post-synthesis netlist || 75
|-
| Antenna diode count || 0
|-
| Total CTS buffers || 9
|-
| Initial detailed-routing violation count || 224
|-
| Top cells by area in the synthesized netlist || sky130_fd_sc_hd__dfxtp_1 30%, sky130_fd_sc_hd__ha_1 10%, sky130_fd_sc_hd__edfxtp_1 8.7%
|-
| CP endpoint kind || primary output
|-
| Total negative slack for setup checks || 0 ns
|-
| Top-area cell share || 0.2973
|-
| WL/cell || 13.33 µm
|-
| Endpoints left unconstrained || 90
|-
| TritonCTS clock tree || done
|-
| Initial antenna violation count || 0
|-
| Register-to-register path setup slack || 3.70 ns
|-
| Hold violation count in the final report || 0
|-
| Fillers || 1804
|-
| Power per cell area || 175.2 nW/µm²
|-
| Headroom to the max-slew limit || 0.4701
|-
| Number of violations of the max-capacitance limit || 0
|-
| EDFF count, synth || 22
|-
| Worst-margin pin slew || 0.7889 ns
|-
| Synth Cell Area || 7610 µm²
|-
| Warning total across the stage logs || 74
|-
| Largest fanout on the critical path || 11
|-
| CP Data Arrival Time || 2.34 ns
|-
| Via count of the first global-routing pass || 4964
|-
| Max Clock Freq || 0.2843 GHz
|-
| Final Slew Violations || 0
|-
| Chip area estimate from yosys synthesis || 7610 µm²
|-
| Clock Path Buffers || 2
|-
| Reg-to-Reg Start || toggle[2]
|-
| Final setup violation count || 0
|-
| Register pins left without a clock || 63
|-
| Sum of net half-perimeters after detailed placement || 10.62 mm
|-
| Async set-or-reset flop fraction in the synthesized netlist || 0
|-
| Critical Setup Path Class || flop to primary output
|-
| Remaining number of nets flagged by the antenna check after routing || 0
|-
| Data required, critical path || 4.72 ns
|-
| Worst r2r path cells || 3
|-
| Full die area || 19580 µm²
|-
| Cell type contributing the most total cell area after synthesis || sky130_fd_sc_hd__dfxtp_1
|-
| Width of the die || 139.9 µm
|-
| Kind of start point of the critical path || flop
|-
| Total detailed-routing wirelength || 14.22 mm
|-
| Number of vias in the routed layout || 5343
|-
| Number of warnings reported in the yosys synthesis log || 3
|-
| Maximum number of pins on one net before global-route repair || 55
|-
| Number of hold-repair buffers added at the cts stage || 0
|-
| Clock Latency Late Sink || 0.33 ns
|-
| Area share of and-or/or-and cells after synthesis || 0.1121
|-
| Top flip-flop cell by instance count after synthesis || sky130_fd_sc_hd__dfxtp_1
|-
| Worst min-delay path category || flop to flop
|-
| Drt first pass iters || 4
|-
| Yosys cell count || 804
|-
| Global-route wire length before repair || 24.16 mm
|-
| Number of placement rows || 50
|-
| Simple-gate area share of the yosys netlist || 0.1815
|-
| Critical Path End || Anode_Activate[5]
|}
-- routing by layer --
layer | track usage | wire, µm | vias up
li1 | - | - | 2853
met1 | 0.2524 | 7486 | 2412
met2 | 0.2355 | 6245 | 61
met3 | 0.01184 | 279 | 17
met4 | 0.02082 | 208 | 0
met5 | 0 | 0 | -
-- sequential cells by signal, summed over array words and instances (netlist names), named ones only --
name          cells
sps.mosi_buf      8
LED_out           7
spm.m_rece        8
spm.mosi          1
sps.s_rece        8
spm.m_data        8
spm.busy_m        1
counter          32
spm.sp_clk        1
sps.s_data        8
sps.miso          1
spm.i_m           4
spm.count        25
sps.busy_s        1
spm.miso_buf      8
toggle            3
sps.i             4
-- cells in the mapped netlist, types with 4 or more instances --
master / number
sky130_fd_sc_hd__dfxtp_1: 113
sky130_fd_sc_hd__nor2_1: 83
sky130_fd_sc_hd__nand2_1: 70
sky130_fd_sc_hd__ha_1: 63
sky130_fd_sc_hd__mux2i_1: 49
sky130_fd_sc_hd__inv_1: 47
sky130_fd_sc_hd__nand3_1: 35
sky130_fd_sc_hd__o21ai_0: 26
sky130_fd_sc_hd__edfxtp_1: 22
sky130_fd_sc_hd__xor2_1: 22
sky130_fd_sc_hd__a21oi_1: 19
sky130_fd_sc_hd__clkbuf_1: 16
sky130_fd_sc_hd__mux2_2: 14
sky130_fd_sc_hd__xnor2_1: 14
sky130_fd_sc_hd__buf_2: 13
sky130_fd_sc_hd__nand4_1: 13
sky130_fd_sc_hd__a31oi_1: 12
sky130_fd_sc_hd__nor2b_1: 10
sky130_fd_sc_hd__and3_1: 9
sky130_fd_sc_hd__nor3_1: 9
sky130_fd_sc_hd__mux4_2: 8
sky130_fd_sc_hd__dlxtn_1: 7
sky130_fd_sc_hd__nor2_2: 7
sky130_fd_sc_hd__a211oi_1: 6
sky130_fd_sc_hd__a22oi_1: 6
sky130_fd_sc_hd__o211ai_1: 6
sky130_fd_sc_hd__a32o_1: 5
sky130_fd_sc_hd__buf_1: 5
sky130_fd_sc_hd__nor3b_1: 5
sky130_fd_sc_hd__o22ai_1: 5
sky130_fd_sc_hd__buf_4: 4
sky130_fd_sc_hd__nand2b_1: 4
sky130_fd_sc_hd__o21a_1: 4
sky130_fd_sc_hd__o31ai_1: 4
sky130_fd_sc_hd__or3_1: 4
-- final cells by class --
cell class | instances | area, µm² | area share
clock buffers | 10 | 239.0 | 0.02828
multi-input cells | 586 | 4250 | 0.5030
well taps | 234 | 292.8 | 0.03465
clock inverters | 5 | 57.56 | 0.006811
repair buffers | 40 | 395.4 | 0.04679
flip-flops and latches | 142 | 3028 | 0.3583
inverters | 50 | 187.7 | 0.02221
-- critical path, stage by stage (launching register included) --
cell                              delay (ns)
sky130_fd_sc_hd__edfxtp_1               0.45
sky130_fd_sc_hd__inv_1                  0.14
sky130_fd_sc_hd__ha_1                   0.39
sky130_fd_sc_hd__and2b_2                0.27
sky130_fd_sc_hd__clkinv_1               0.22
sky130_fd_sc_hd__clkdlybuf4s50_1        0.54
-- how the worst min path moves through the flow --
stage                          from       endpoint  slack (ns)  depth (start not counted)
after global routing  spm.count[20]  spm.count[20]        0.47                          1
final                 spm.count[20]  spm.count[20]        0.45                          1
after CTS             spm.count[20]  spm.count[20]        0.46                          1
-- cells by family (layout without fill, tap and decap cells) --
family / count (synthesis) / count (layout)
buffers and inverters: 90 / 105
AND/OR/NAND/NOR: 274 / 274
flip-flops: 135 / 135
latches: 7 / 7
adder cells (fa/ha/maj): 63 / 63
other: 1 / 15
AND-OR/OR-AND: 125 / 125
multiplexers: 73 / 73
XOR/XNOR: 36 / 36
-- power breakdown --
part	internal, mW	total (mW)	switching, mW	leakage [nW]
Clock	0.337	0.547	0.210	0.145
Combinational	0.140	0.320	0.180	2.11
Sequential	0.587	0.614	0.0270	1.14
-- metrics by stage --
stage / setup slack (ns) / power (mW) / std cells / util / instance area [µm²]
2_1_floorplan: 3.680 / 0.8392 / 818 / - / 7662
3_3_place_gp: 2.798 / 0.9481 / 1052 / 0.4359 / 8154
3_5_place_dp: 2.756 / 0.9443 / 1052 / 0.4359 / 8154
4_1_cts: 2.395 / 1.497 / 1067 / 0.4518 / 8451
5_1_grt: 2.225 / 1.560 / 1067 / 0.4518 / 8451
6_report: 2.383 / 1.480 / 1067 / 0.4518 / 8451
Power and IR drop assume default switching activity.
